--- flow/constraint.sdc ---
current_design debouncer

set clk_period 4.4
set clk_io_pct 0.2

create_clock -name clk0 -period $clk_period [get_ports {clk}]

set non_clock_inputs [all_inputs -no_clocks]
set_input_delay [expr $clk_period * $clk_io_pct] -clock clk0 $non_clock_inputs
set_output_delay [expr $clk_period * $clk_io_pct] -clock clk0 [all_outputs]
--- flow/design.v ---
module debouncer (
    input wire clk,        
    input wire noisy,      
    output reg debounced   
);
    reg [19:0] counter;    
    reg state;             
    reg sync_to_clk0;      
    reg sync_to_clk1;      
    always @(posedge clk) begin
        sync_to_clk0 <= noisy;
    end
    always @(posedge clk) begin
        sync_to_clk1 <= sync_to_clk0;
    end
    always @(posedge clk) begin
        if (state == sync_to_clk1) begin
            counter <= 0;
        end else begin
            counter <= counter + 1;
            if (counter == 20'hFFFFF) begin   
                state <= sync_to_clk1;
                counter <= 0;
            end
        end
    end
    assign debounced = state;
endmodule
--- flow/config.mk ---
export PLATFORM = sky130hd
export DESIGN_NAME = debouncer
export DESIGN_NICKNAME = debouncer
export VERILOG_FILES = /design/flow/design.v
export SDC_FILE = /design/flow/constraint.sdc
export NUM_CORES = 4
export LEC_CHECK = 1
export CORE_AREA = 10 10 88 88
export DIE_AREA = 0 0 98 98
--- flow/run.sh ---
#!/bin/bash
# OpenROAD 26Q1-2900-gdf79404cd8, Yosys 0.63+post, stock flow scripts
make -C /OpenROAD-flow-scripts/flow DESIGN_CONFIG=/design/flow/config.mk WORK_HOME=/design/flow/orfs finish
==> impl_metrics.env <==
# source this file to load flow results
export IMPL_status="completed"
export IMPL_viasPerCell=3.916
export IMPL_fp_coreArea_sq_um=5921
export IMPL_finClkSkew_ns=0.008638
export IMPL_simple_gate_share=0.3329
export IMPL_syn_cell_area_sq_um=1045
export IMPL_antenna_found_initial=0
export IMPL_ctsHoldBuffers=0
export IMPL_row_count=28
export IMPL_die_area_sq_um=9604
export IMPL_htreeDepth=1
export IMPL_crit_chain="clkdlybuf4s50_1"
export IMPL_grt_pass1_vias=686
export IMPL_timing_final_ws_setup_ns=2.359
export IMPL_tightest_slew_ns=0.4413
export IMPL_wl_mm=1.732
export IMPL_die_h_um=98
export IMPL_cts_tree="done"
export IMPL_post_dp_hpwl_mm=1.244
export IMPL_critPathMaxFanout=3
export IMPL_syn_avg_cell_area_sq_um=9.328
export IMPL_post_route_min_period_ns=2.041
export IMPL_grt_use_met3=0.01138
export IMPL_drive_gt1_frac=0.09483
export IMPL_synthCells=112
export IMPL_cts_buffer_depth=2
export IMPL_ys_sh_xor=0.1257
export IMPL_reg2regPathDepth=5
export IMPL_grt_start_max_net_pins=18
export IMPL_port_buffers=2
export IMPL_hold_class="reg2reg"
export IMPL_ys_types=30
export IMPL_ff2ff_setup_slack_ns=2.63
export IMPL_drtIter0Drc=43
export IMPL_floorplan_core_util=0.1765
export IMPL_worstPathArrival_ns=1.16
export IMPL_met1_usage=0.05000
export IMPL_ys_sh_adder=0.01198
export IMPL_final_util=0.2010
export IMPL_grtUsageTotal=0.03600
export IMPL_pin_count=3
export IMPL_die_w_um=98
export IMPL_tool_warnings=25
export IMPL_maxSlewViolCount=0
export IMPL_post_synth_ao_oa_area_fraction=0.05749
export IMPL_numClockSinks=23
export IMPL_cp_num_buf_inv=1
export IMPL_topCombFamilyByArea="simple AND/OR/NAND/NOR gates"
export IMPL_power_leakage_nw=0.3769
export IMPL_grt_overflow_total=0
export IMPL_cts_root_buffer="clkbuf_8"
export IMPL_path_delay_family="buffers and inverters"
export IMPL_rr_startpoint="counter[0]"
export IMPL_drc_errors=0
export IMPL_maxCapViolations=0
export IMPL_ys_cells=112
export IMPL_area_delta_synth_final_pct=13.89
export IMPL_grt_pass1_wl_mm=3.091
export IMPL_wl_per_cell_um=9.068
export IMPL_cts_made_buffers=3
export IMPL_path_clk_slew_ns=0.08
export IMPL_ys_ff=23
export IMPL_max_slew_margin=0.7047
export IMPL_start_kind="flip-flop"
export IMPL_pre_cts_slack_ns=2.620
export IMPL_ys_sh_mux=0
export IMPL_holdPathEnd="sync_to_clk1"
export IMPL_slowest_delay_ns=0.48
export IMPL_hold_violations=0
export IMPL_rsz0062_at_grt="no"
export IMPL_ys_warn_count=2
export IMPL_gp_congestion=0.8222
export IMPL_grt_util_met2=0.05635
export IMPL_power_density_nw_per_um2=298.2
export IMPL_crit_path_end_kind="output port"
export IMPL_crit_type="reg2out"
export IMPL_clk_latency_ns=0.26
export IMPL_fin_crit_sh=0.4639
export IMPL_top_area_cell="dfxtp_1"
export IMPL_synth_seq_area_share=0.4503
export IMPL_n_antenna_cell=0
export IMPL_cts_setup_buffers=0
export IMPL_route_vias_total=748
export IMPL_fmax_ghz=0.4899
export IMPL_drtPass1Iterations=4
export IMPL_finalSetupViolations=0
export IMPL_hold_start="sync_to_clk0"
export IMPL_synth_chip_area_sq_um=1045
export IMPL_hold_depth=0
export IMPL_cp_required_ns=3.52
export IMPL_area_leaders="dfxtp_1 (42%), xnor2_1 (6.7%), nor2_1 (6.5%)"
export IMPL_cp_slowest_cell="clkdlybuf4s50_1"
export IMPL_totalNegativeSetupSlack_ns=0
export IMPL_grt_busiest_layer="met2"
export IMPL_ant_nets=0
export IMPL_ir_worst_vdd_uv=227.4
export IMPL_whs_ns=0.3324
export IMPL_r2r_end="counter[2]"
export IMPL_yosysTopAreaCellShare=0.4216
export IMPL_post_cts_resized=0
[how the worst max path moves through the flow]
stage / start / end / slack [ns] / cells past startpoint
after CTS: state / debounced / 2.34 / 1
after global routing: state / debounced / 2.30 / 1
final: state / debounced / 2.36 / 1
[power by group]
part | switching, mW | internal (mW) | total, mW | leakage (nW)
clock | 0.0649 | 0.0631 | 0.128 | 0.0255
combinational | 0.00612 | 0.00398 | 0.0101 | 0.164
sequential | 0.00404 | 0.213 | 0.217 | 0.188
total | 0.0750 | 0.280 | 0.355 | 0.377
[synth_stat cells]
cell type and number:
dfxtp_1 22, nor2_1 18, nand3_1 9, xnor2_1 8, nand2_1 7, xor2_1 7, a21oi_1 4, and3_1 4
nand4_1 4, nor3_1 3, nor4_1 3, buf_4 2, inv_1 2, o21ai_0 2, or3_1 2, and4_1 1
and4_2 1, and4_4 1, edfxtp_1 1, ha_1 1, nand3_2 1, nand3b_1 1, nand4_2 1, nand4_4 1
nand4bb_1 1, nor4_2 1, o21ai_1 1, o21ai_4 1, o221ai_1 1, or4_1 1
[layer usage]
| metal | vias up | routed length (um) |
|---|---|---|
| met1 | 335 | 907 |
| met4 | 0 | 0 |
| li1 | 405 | - |
| met2 | 8 | 766 |
| met3 | 0 | 59 |
| met5 | - | 0 |
[state kept, by name, indices dropped and copies added (netlist names)]
register / cells
sync_to_clk1: 1
state: 1
counter: 20
sync_to_clk0: 1
[cell type report]
cell class,instances,area [sq um]
tap,75,93.84
sequential,23,470.5
clock buffer,3,41.29
timing repair buffer,2,20.02
clock inverter,1,5.005
fill,633,4731
multi-input combinational,85,551.8
inverter,2,7.507
[per-stage QoR]
step                cell area, sq um  std cells  total power, mW
global route                    1190        191           0.3713
finish                          1190        191           0.3548
CTS                             1190        191           0.3583
floorplan                       1045        112           0.2296
detailed placement              1144        187           0.2317
global placement                1144        187           0.2317
[cells in the final DEF (no fill, tap or decap), types with 3 or more instances in the layout]
cell      synthesis  final
dfxtp_1          22     22
nor3_1            3      3
nand2_1           7      7
a21oi_1           4      4
and3_1            4      4
clkbuf_8          0      3
nor2_1           18     18
xor2_1            7      7
nor4_1            3      3
xnor2_1           8      8
nand4_1           4      4
nand3_1           9      9
[cells by family (layout without fill, tap and decap cells)]
kind of cell             Yosys count  count (layout)
AND-OR/OR-AND                      9               9
XOR/XNOR                          15              15
adder cells (fa/ha/maj)            1               1
buffers and inverters              4               8
flip-flops                        23              23
AND/OR/NAND/NOR                   60              60
Power and IR drop assume default switching activity.
